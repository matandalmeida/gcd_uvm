`flow/design.v`:
```
module mdc
(
  input logic        clk_i,
  input logic        rstn_i,
  input logic        enb_i,
  input logic  [7:0] dtx_i,
  input logic  [7:0] dty_i,
  output logic [7:0] dt_o,
  output logic       busy_o
);
  logic              operation;
  mdc_ctrl mc
  (
    .clk_i           (clk_i    ),
    .rstn_i          (rstn_i   ),
    .enb_i           (enb_i    ),
    .operation_i     (operation),
    .busy_o          (busy_o   )
  );
  mdc_proc mp
  ( 
    .clk_i           (clk_i    ),
    .rstn_i          (rstn_i   ),
    .enb_i           (enb_i    ),
    .dtx_i           (dtx_i    ),
    .dty_i           (dty_i    ),
    .busy_i          (busy_o   ),
    .operation_o     (operation),
    .dt_o            (dt_o     )
  );
endmodule
module mdc_ctrl
(
  input  logic       clk_i,
  input  logic       rstn_i,
  input  logic       enb_i,
  input  logic       operation_i,
  output logic       busy_o
);
  enum
  {
    RESET,
    IDLE,
    OPERATION
  } state, next_state;
  always_ff @(posedge clk_i, negedge rstn_i)
  begin
    if (!rstn_i)
    begin
      state <= RESET;
    end
    else
    begin
      if (enb_i)
      begin
        state  <= next_state;
      end
      else
      begin
        state  <= state;
      end
    end
  end
  always_comb
  begin
    case (state)
      RESET:
      begin
        next_state = IDLE;
      end
      IDLE:
      begin
        next_state = OPERATION;
      end
      OPERATION:
      begin
        if (operation_i == 1'b1)
        begin
          next_state = OPERATION;
        end
        else
        begin
          next_state = IDLE;
        end
      end
      default:
      begin
        next_state = IDLE;
      end
    endcase
  end
  assign busy_o  = (state == OPERATION);
endmodule
module mdc_proc
(
  input logic        clk_i,
  input logic        rstn_i,
  input logic        enb_i,
  input logic [7:0]  dtx_i,
  input logic [7:0]  dty_i,
  input logic        busy_i,
  output logic       operation_o,
  output logic [7:0] dt_o
);
  logic [15:0] xy;
  logic [15:0] next_xy;
  logic [7:0]  next_dt_o;
  always_ff @(posedge clk_i, negedge rstn_i)
  begin
    if (!rstn_i)
    begin
      xy   <= 16'd0;
      dt_o <= 8'd0;
    end
    else
    begin
      xy   <= xy;
      dt_o <= dt_o;
      if (enb_i)
      begin
        xy   <= next_xy;
        dt_o <= next_dt_o;
      end
    end
  end
  always_comb
  begin
    operation_o = 1'b0;
    next_xy     = xy;
    next_dt_o   = dt_o;
    if (busy_i)
    begin
      if ((!next_xy[15:8]) || (!next_xy[7:0]))
      begin
        if (next_xy[15:8] > next_xy[7:0])
        begin
          next_dt_o = next_xy[15:8];
        end
        else
        begin
          next_dt_o = next_xy[7:0];
        end
      end
      else if (next_xy[15:8] > next_xy[7:0])
      begin
        operation_o = 1'b1;
        next_xy = {(xy[15:8] - xy[7:0]), xy[7:0]};
      end
      else if (next_xy[15:8] < next_xy[7:0])
      begin
        operation_o = 1'b1;
        next_xy = {xy[15:8], (xy[7:0] - xy[15:8])};
      end
      else
      begin
        next_dt_o = next_xy[15:8];
      end
    end
    else
    begin
      if (enb_i)
      begin
        next_xy = {dtx_i, dty_i};
      end
    end
  end
endmodule
```
`flow/run.sh`:
```
#!/bin/bash
# OpenROAD 26Q1-2900-gdf79404cd8, Yosys 0.63+post, stock flow scripts
make -C /OpenROAD-flow-scripts/flow DESIGN_CONFIG=/design/flow/config.mk WORK_HOME=/design/flow/orfs finish
```
`flow/config.mk`:
```
export PLATFORM = sky130hd
export DESIGN_NAME = mdc
export DESIGN_NICKNAME = mdc
export VERILOG_FILES = /design/flow/design.v
export SDC_FILE = /design/flow/constraint.sdc
export NUM_CORES = 4
export LEC_CHECK = 1
export CORE_AREA = 10 10 111 111
export DIE_AREA = 0 0 121 121
```
`flow/constraint.sdc`:
```
current_design mdc

set clk_period 5.6
set clk_io_pct 0.2

create_clock -name clk0 -period $clk_period [get_ports {clk_i}]

set non_clock_inputs [all_inputs -no_clocks]
set_input_delay [expr $clk_period * $clk_io_pct] -clock clk0 $non_clock_inputs
set_output_delay [expr $clk_period * $clk_io_pct] -clock clk0 [all_outputs]
```
==> flow_summary_export.csv <==
group,metric,value,unit
timing,fin_crit_sh,0.479,
clock_tree,clk_pin_slew_worst_paths,100,ps
final_layout,logic_area,1190,um^2
route,antenna_left,0,
critical_path,startpoint_type,"register",
pwr,cellPowerDensity,311,nW/um^2
route,dr.first_iter.drc_count,125,
run_status,outcome,"finished, final reports clean",
global_routing,grt_max_degree,28,
route,route.met3.wl,356,um
global_routing,grtUsageTotal,0.0744,
floorplan,core_area,9860,um^2
placement,dp_slack,2830,ps
floorplan,fp_util,0.203,
global_routing,grt_pass1_wl,8.89,mm
critical_path,critPathKind,"register to register",
timing,hold_violations,0,
synthesis,postSynthSeqShare,0.338,
clock_tree,cts_setup_buffers,0,
critical_path,r2r_slack,2920,ps
final_layout,flop_area,677,um^2
critical_path,required,5800,ps
floorplan,die-height,121,um
synthesis,synth.distinct_cells,46,
synthesis,synthArstFlopShare,1.00,
clock_tree,cts_tree,"done",
synthesis,topCellsByArea,"dfrtp_1 (33%), ha_1 (9.4%), a21oi_1 (6.8%), mux2i_1 (4.5%), nor2_1 (4.1%)",
clock_tree,clk_latency,270,ps
synthesis,synth.yosys.chip_area,2000,um^2
clock_tree,clock_sinks,27,
placement,port_buffers,27,
timing,max_freq,373,MHz
synthesis,postSynthAreaPerCell,9.06,um^2
critical_path,cp_top_family,"AND-OR/OR-AND gates",
synthesis,ys.flop_type,"dfrtp_1",
global_routing,grt.overflow.total,0,
timing,timing.hold.ws,491,ps
floorplan,die_width,121,um
pwr,pwr-share-comb,0.502,
route,drc_errors,0,
timing,worst_slack,2920,ps
route,route.met2.wl,2.30,mm
global_routing,antenna_found_initial,0,
route,routed.top_layer,"met4",
route,wl_per_cell,14.2,um
pwr,clkPwrFrac,0.151,
pwr,peakVddDrop,0.000122,V
placement,gp_congestion,0.896,
final_layout,final_cells,375,
timing,tns,0,ps
critical_path,arrival,2880,ps
placement,dp_cells,371,
clock_tree,cts_max_level,1,
route,antennaDiodeCount,0,
clock_tree,ctsLongestPathBuffers,2,
clock_tree,cts_made_buffers,3,
timing,worstMarginPinSlew,522,ps
route,drt-total-wl,5.33,mm
floorplan,die_area,14600,um^2
synthesis,synth_top_cell_by_area,"dfrtp_1",
route,m1WireLength,2.64,mm
synthesis,synth-seq-cells,27,
final_layout,fillers,1036,
synthesis,syn_inst,221,
synthesis,top_area_frac,0.325,
synthesis,ys_cells,221,
job,warnings,32,
timing,min_period,2680,ps
route,via_per_inst,4.46,
hold_path,hold_path.class,"register to register",
pwr,p_switching,0.321,mW
final_layout,area_growth,20.9,%
critical_path,end_kind,"register",
floorplan,row_count,36,
critical_path,path_buffers,1,
global_routing,grt_pass1_vias,1659,
final_layout,layout-drive-gt1-share,0.0661,
clock_tree,postCtsHoldBufs,0,
critical_path,cp_max_fo,10,
synthesis,synth_warnings,2,
critical_path,crit_slowest_cell,"ha_1",
floorplan,ios,28,
clock_tree,cts_root_buf,"clkbuf_8",
synthesis,edf_count,0,
timing,drv_slew,0,
pwr,p_sw_frac,0.427,
synthesis,syn_area,2000,um^2
timing,clock_skew,2.47,ps
clock_tree,ctsResizeCount,0,
placement,dpl.hpwl,4.19,mm
route,first_pass_iters,4,
pwr,intPower,0.432,mW
pwr,power_frac_seq,0.347,
timing,rsz0062_at_grt,"no",
timing,setup_viol,0,
job,maxCapViolCount,0,
critical_path,crit_chain,"inv_1 > ha_1 > nand3_1 > a21oi_1 > nor2_1 > nor3_2 > o311ai_0 > a31oi_1",
timing,slew_headroom,0.647,
final_layout,lay_top_cells,"a21oi_1 (27), clkdlybuf4s50_1 (27), dfrtp_1 (26)",
critical_path,max_stage_delay,490,ps
route,vias,1671,
pwr,p_leak,1.07,nW
[cells by family (layout without fill, tap and decap cells)]
group           after synthesis  count (layout)  synth area share
xor+xnor                      8               8            0.0350
buf+inv                      29              50            0.0687
simple gates                 53              53             0.127
fa+ha+maj                    17              17             0.114
compound gates               78              78             0.273
mux                           9               9            0.0450
flops                        27              27             0.338
[layout make-up]
type | count | share of cell area
timing repair buffer | 28 | 0.115
sequential | 27 | 0.280
inverter | 18 | 0.0279
multi-input combinational | 165 | 0.490
tap | 133 | 0.0687
clock buffer | 4 | 0.0186
[power groups by stage]
stage / logic (mW) / clock network [mW] / registers, mW
finish: 0.378 / 0.114 / 0.261
global route: 0.430 / 0.126 / 0.265
CTS: 0.375 / 0.118 / 0.261
[stage by stage]
| step | total power [mW] | utilization | cell area, um^2 |
|---|---|---|---|
| floorplan | 0.551 | - | 2000 |
| global placement | 0.636 | 0.241 | 2380 |
| detailed placement | 0.637 | 0.241 | 2380 |
| CTS | 0.755 | 0.245 | 2420 |
| global route | 0.821 | 0.245 | 2420 |
| finish | 0.753 | 0.245 | 2420 |
[routing by layer]
| metal | vias up | global-route usage |
|---|---|---|
| met3 | 2 | 0.0203 |
| met1 | 788 | 0.107 |
| met5 | - | 0 |
| met2 | 49 | 0.115 |
| met4 | 0 | 0.00377 |
| li1 | 832 | - |
[registers in the layout, summed over array words and instances (netlist names)]
register and count:
mc.state 3, mp.dt_o 8, mp.xy 16
[worst register-to-register path, cell delays in order (launching register included)]
cell and delay, ps:
dfrtp_1 460, inv_1 70, ha_1 490, nand3_1 190, a21oi_1 270, nor2_1 180
nor3_2 420, o311ai_0 310, a31oi_1 230
[path summary, 6_finish.rpt]
kind,start,end,depth (start not counted)
worst max-delay path,mp.xy[2],mp.xy[13],8
worst min-delay path,mc.state[0],mc.state[0],1
worst max register to register,mp.xy[2],mp.xy[13],8
worst min register to register,mc.state[0],mc.state[0],1
max in group asynchronous,rstn_i,mc.state[0],2
min in group asynchronous,rstn_i,mp.xy[5],2
[Yosys cell counts, types with 4 or more instances]
cell type	number
nand2_1	13
a21o_1	6
xnor2_1	4
buf_2	5
o21ai_1	5
a21oi_1	27
mux2i_1	9
nor2_1	22
a221oi_1	5
dfrtp_1	26
o21ai_0	4
inv_1	17
xor2_1	4
ha_1	15
a22oi_1	8
Power is estimated from default activity; no workload was simulated.
